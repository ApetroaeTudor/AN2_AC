==> design/flow/design.v <==
module register_file(clk,reset,wen,ra,rb,rc,da,db,dc);
    input clk;
    input reset;
    input wen;
    input [4:0] ra;  
    input [4:0] rb;
    input [4:0] rc;
    output [31:0] da;
    output [31:0] db;
    input [31:0] dc;
    integer i;
    reg [31:0] mem[31:0];
    assign da = (ra!=5'b0) ? mem[ra] : 32'b0;
    assign db = (rb!=5'b0) ? mem[rb] : 32'b0;
    always@(posedge clk)
    begin
      if(reset==1'b1) begin
            for(i=0;i<32;i=i+1) begin
                mem[i]<=32'b0;
            end
        end
      else
        begin 
            if(wen==1'b1)
                mem[rc]<=dc;
        end
    end
endmodule
==> design/flow/run.sh <==
#!/bin/bash
# OpenROAD 26Q1-2900-gdf79404cd8, Yosys 0.63+post, stock flow scripts
make -C /OpenROAD-flow-scripts/flow DESIGN_CONFIG=/design/flow/config.mk WORK_HOME=/design/flow/orfs finish
==> design/flow/config.mk <==
export PLATFORM = sky130hd
export DESIGN_NAME = register_file
export DESIGN_NICKNAME = register_file
export VERILOG_FILES = /design/flow/design.v
export SDC_FILE = /design/flow/constraint.sdc
export NUM_CORES = 4
export LEC_CHECK = 1
export CORE_UTILIZATION = 40
==> design/flow/constraint.sdc <==
current_design register_file

set clk_period 11.5
set clk_io_pct 0.2

create_clock -name clk0 -period $clk_period [get_ports {clk}]

set non_clock_inputs [all_inputs -no_clocks]
set_input_delay [expr $clk_period * $clk_io_pct] -clock clk0 $non_clock_inputs
set_output_delay [expr $clk_period * $clk_io_pct] -clock clk0 [all_outputs]
==> results.json <==
{
  "fmaxAchievable_mhz": 117,
  "post_synthesis_mean_instance_area_um2": 15.3,
  "post_synth_num_cell_types": 44,
  "die-width_um": 371,
  "cts_resized": 0,
  "critical_path_peak_fanout": 41,
  "grt_busiest_layer": "met2",
  "num_vias": 32625,
  "cts-buffers-inserted": 107,
  "clock-sinks": 1024,
  "globalplace.congestion": 0.953,
  "floorplan.die.height_um": 371,
  "synth-warning-count": 1,
  "grt.met2_usage_pct": 39.3,
  "drt-wirelength-per-cell_um": 32.5,
  "timing.hold.worst.start": "dc[12]",
  "cp_data_arrival_time_ps": 6250,
  "synthArstFlopShare_pct": 0,
  "track_usage_pct": 28.3,
  "hold_path_class": "input pin to flip-flop",
  "cts_setup_buffers": 0,
  "finalSetupViolCount": 0,
  "yosys.stat.seqShare_pct": 56.5,
  "worst_setup_path_start_kind": "input pin",
  "final_max_slew_viol_count": 0,
  "layout.cells.non_filler": 5423,
  "hpwl_mm": 106,
  "ys_top_cells_by_area": "edfxtp_1 (56%), mux4_2 (19%), and2_1 (12%), mux2i_1 (3.0%), clkbuf_1 (1.9%)",
  "routed_via_density": 6.02,
  "clockPowerShare_pct": 37.9,
  "clkTransAtPathRegs_ps": 70,
  "fin_util_pct": 45.3,
  "synth_cells": 3555,
  "grt_setup_unrepaired": "false",
  "p_leak_nw": 20.7,
  "hold_ws_ps": 2570,
  "initial_core_util_pct": 40.5,
  "final_layout_size_suffix_gt1_share_pct": 24.9,
  "global_route.usage.met1_pct": 35.1,
  "htree_num_levels": 3,
  "edf_count": 1024,
  "power.density_mw_per_mm2": 146,
  "core.rowCount": 134,
  "setup_tns_ps": 0,
  "clockBufferDepth": 3,
  "netSwitchingPower_mw": 2.18,
  "min_path_cells": 3,
  "power_switching_share_pct": 24.6,
  "largest_register_ffs": 1024,
  "remaining_max_slew_budget_at_the_tightest_pin_pct": 25.4,
  "drt_wl_total_mm": 176,
  "seqPwrFrac_pct": 49.7,
  "floorplan.io_pins": 114,
  "end_kind": "output port",
  "synth_largest_type_area_fraction_pct": 56.5,
  "postCtsHoldBufs": 0,
  "count_of_warning_messages_emitted_by_the_tools": 26,
  "outcome": "complete, no violations",
  "netlist.top_cell.by_area": "edfxtp_1",
  "final_routed_drc_violation_total": 0,
  "die_area_mm2": 0.138,
  "grt_pass1_wl_mm": 251,
  "area_delta_synth_final_pct": 11.9,
  "totalPowerFinal_mw": 8.87,
  "period_needed_ps": 8550,
  "grt_pass1_vias": 35840,
  "worstSetupPathType": "input pin to output port",
  "number_of_violations_of_the_max_capacitance_limit": 0,
  "drt_iter0_markers": 2225,
  "grt_antenna_before_repair": 2,
  "ant_nets": 0,
  "timing.critical_path.required_ps": 9200,
  "cell_at_the_root_of_the_clock_tree": "clkbuf_16",
  "yosys_most_used_dff": "edfxtp_1",
  "tritoncts": "done",
  "final-hold-violation-count": 0,
  "placed_instance_count": 5225,
  "grt_max_degree": 83,
  "internal_power_mw": 6.69,
  "post-route-period-util_pct": 74.3,
  "regMostFlops": "mem",
  "power_frac_comb_pct": 12.4,
  "reg.largest.list": "mem (1024)",
  "power.ir.vdd_worst_uv": 118,
  "synth-cells-yosys": 3555,
  "syn_area_mm2": 0.0544,
  "min_delay_worst_endpoint": "mem[3][12]$_SDFFCE_PN0P_",
  "io_buffer_count": 113,
  "synth.ff_latch_count": 1024,
  "core_area_mm2": 0.134,
  "globalRoute.totalOverflow": 0,
  "dr.pass1.iters": 5,
  "tightest_slew_ps": 1090,
  "yosysChipArea_mm2": 0.0544,
  "grt_met3_use_pct": 22.2
}
-- critical path, stage by stage --
cell and delay (ps):
buf_6 340, buf_4 580, or3b_2 650, buf_4 370, o22ai_1 230, a2111oi_0 130
buf_4 220, nor3_1 730, clkdlybuf4s50_1 610
-- metrics by stage --
stage | area, um2 | worst slack, ps
global route | 60900 | 2890
finish | 60900 | 2950
global placement | 57600 | 3030
detailed placement | 57600 | 3030
floorplan | 54400 | 5300
CTS | 60900 | 3030
-- routing by layer --
| layer | vias up | wire [um] |
|---|---|---|
| li1 | 13777 | - |
| met1 | 15961 | 59000 |
| met2 | 2538 | 77900 |
| met3 | 339 | 32800 |
| met4 | 10 | 6280 |
| met5 | - | 386 |
-- cell families (layout without fill, tap and decap cells) --
family                 count (synthesis)  count (layout)  synth area share [%]
AND-OR/OR-AND                        266             266                  3.69
multiplexers                         659             659                  22.9
other                                  0               3                     0
flip-flops                          1024            1024                  56.5
AND/OR/NAND/NOR                     1213            1213                  13.7
buffers and inverters                393             490                  3.32
-- placed cells by master, fill, tap and decap left out, drive strengths merged, types with 54 or more instances in the layout --
| cell | instances |
|---|---|
| and2 | 1027 |
| mux4 | 464 |
| a2111oi | 61 |
| clkbuf | 132 |
| o22ai | 103 |
| nor3 | 54 |
| edfxtp | 1024 |
| clkdlybuf4s50 | 104 |
| mux2i | 161 |
| buf | 188 |
-- cells in the mapped netlist, drive strengths merged, types with 2 or more instances --
master	n
a2111oi	61
a211oi	6
a21oi	10
a221oi	4
a22o	51
a22oi	18
a31oi	2
a32o	4
and2	1027
buf	117
clkbuf	273
edfxtp	1024
inv	3
mux2	34
mux2i	161
mux4	464
nand2	11
nand2b	6
nand3	5
nand3b	5
nor2	39
nor2b	17
nor3	54
nor4	5
o221ai	5
o22ai	103
or2	34
or3	2
or3b	3
-- cell type report --
class | count | area (um2)
clock buffer | 132 | 2840
fill | 11353 | 73400
timing repair buffer | 292 | 2520
sequential | 1024 | 30700
multi-input combinational | 2138 | 22100
tap | 1768 | 2210
inverter | 3 | 11.3
antenna | 3 | 7.51
clock inverter | 63 | 483
-- how the worst max path moves through the flow --
stage | end | cells after the start | slack, ps | start
finish | db[27] | 9 | 2950 | rb[2]
CTS | db[30] | 8 | 3030 | rb[0]
global route | db[27] | 9 | 2890 | rb[2]
-- power by group through the flow --
stage | logic [mW] | registers (mW) | clock network [mW]
CTS | 1.09 | 4.41 | 3.41
global route | 1.15 | 4.43 | 3.54
finish | 1.10 | 4.41 | 3.36
Power is estimated from default activity; no workload was simulated.
