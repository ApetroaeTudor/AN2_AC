[flow/config.mk]
export PLATFORM = sky130hd
export DESIGN_NAME = ALU
export DESIGN_NICKNAME = ALU
export VERILOG_FILES = /design/flow/design.v
export SDC_FILE = /design/flow/constraint.sdc
export NUM_CORES = 4
export LEC_CHECK = 1
export CORE_UTILIZATION = 30
[flow/constraint.sdc]
current_design ALU

set clk_period 17.3
set clk_io_pct 0.2

create_clock -name clk0 -period $clk_period [get_ports {clk}]

set non_clock_inputs [all_inputs -no_clocks]
set_input_delay [expr $clk_period * $clk_io_pct] -clock clk0 $non_clock_inputs
set_output_delay [expr $clk_period * $clk_io_pct] -clock clk0 [all_outputs]
[flow/design.v]
module ALU(clk,operand_a,operand_b,result,opcode,zero_flag);
    parameter OPERAND_SIZE=32;
    parameter OPCODE_SIZE=8;
    input clk;
    input[OPERAND_SIZE-1:0] operand_a;
    input[OPERAND_SIZE-1:0] operand_b;
    input[OPCODE_SIZE-1:0] opcode;
    output reg[OPERAND_SIZE-1:0] result;
    output reg zero_flag;
    always@(posedge clk)
    begin
        casex(opcode)
        { {(OPCODE_SIZE-3){1'b0}},1'b0,1'b0 }:begin  
            result<=operand_a+operand_b;
        end
        { {(OPCODE_SIZE-3){1'b0}},1'b0,1'b1 }:begin  
            result<=operand_a+(~operand_b+32'b1);
        end
        { {(OPCODE_SIZE-3){1'b0}},1'b1,1'b0}:begin  
            result<=operand_a & operand_b;
        end
        { {(OPCODE_SIZE-3){1'b0}},1'b1,1'b1 }:begin  
            result<=operand_a | operand_b; 
        end
        { {(OPCODE_SIZE-4){1'b0}},1'b1,1'b0,1'b0 }:begin 
            result<=~(operand_a | operand_b);
        end
        { {(OPCODE_SIZE-4){1'b0}},1'b1,1'b0,1'b1 }:begin  
            result<=operand_a ^ operand_b;
        end
        { {(OPCODE_SIZE-4){1'b0}},1'b1,1'b1,1'b0 }:begin  
            result<=( operand_a < operand_b ? {OPERAND_SIZE-1{1'b1}}:{OPERAND_SIZE-1{1'b0}} );
        end
        default: begin  
            result<={OPERAND_SIZE{1'b0}};
        end
        endcase
        if(result==0)
                zero_flag<=1'b1;
        else
            zero_flag<=1'b0;
    end
endmodule
[flow/run.sh]
#!/bin/bash
# OpenROAD 26Q1-2900-gdf79404cd8, Yosys 0.63+post, stock flow scripts
make -C /OpenROAD-flow-scripts/flow DESIGN_CONFIG=/design/flow/config.mk WORK_HOME=/design/flow/orfs finish
==> impl_metrics.tcl <==
# metrics dict for downstream scripts
set metrics [dict create \
    root_buffer "clkbuf_16" \
    grt_start_max_net_pins 33 \
    edf_count 0 \
    hold_depth 3 \
    end_kind "register" \
    syn2layout_area_growth_pct 22.61 \
    syn_inst 883 \
    postCtsResizedCells 0 \
    dieArea_mm2 0.02101 \
    grt_util_all_layers 0.2049 \
    port_buffers 105 \
    post_cts_buffers 0 \
    core-area_mm2 0.01972 \
    drive_gt1_frac 0.03887 \
    rrSetupSlack_ps 16000 \
    async_reset_ff_frac 0 \
    path_cells "clkdlybuf4s50_1, inv_1, ha_1, fa_1, nor3_1, a211o_1, and4_1, o21a_1, o21ai_0, a21oi_1, a221o_1, buf_4, o2111ai_1, a311o_1" \
    hold_path_class "register to register" \
    initial_core_util 0.3109 \
    rsz0062_at_grt "no" \
    ys_chip_area_mm2 0.006131 \
    cts_tree "yes" \
    fin_tns_setup_ps 0 \
    instances_no_fill 1217 \
    fillers 2069 \
    vias 6882 \
    rr_worst_depth 3 \
    cpPeakStageDelay_ps 540 \
    die_w_um 145.0 \
    whs_endpoint "zero_flag" \
    critPathArrivalTime_ps 7240 \
    yosysCellCount 883 \
    ir_drop_v 0.00003965 \
    timing.rr.start "result[6]" \
    cap_viol_max_count 0 \
    cts_sinks 33 \
    finalCritPeriodShare 0.4091 \
    htreeDepth 2 \
    dp.final_hpwl_mm 17.03 \
    vias_per_cell 5.655 \
    cts.clk_slew.worst_paths_ps 60 \
    cts_buffer_depth 2 \
    die_h_um 145.0 \
    warnings 98 \
    required_ps 17460 \
    finalSetupViolations 0 \
    post_drt_wl_per_cell_um 17.82 \
    ant_nets 0 \
    drtIter0Drc 579 \
    ys_types 65 \
    clock_latency_ps 280 \
    avgSynthCellArea_um2 6.943 \
    antenna_cells 0 \
    routed_wl_mm 21.69 \
    max_clock_freq_mhz 141.3 \
    syn_area_mm2 0.006131 \
    p_leak_nw 3.287 \
    ios 106 \
    slowest_stage "a221o_1" \
    ys_seq_share 0.1078 \
    remaining_drc_errors 0 \
    std_cell_rows 51 \
    finalMaxSlewViolations 0 \
    drtPass1Iterations 5 \
    critical_path.max_fanout 20 \
    p_per_area_mw_per_mm2 46.72 \
    startpoint_type "primary input" \
    postCtsHoldBufs 0 \
    post-place-ws_ps 9954 \
    slew_headroom 0.3706 \
    status "finished, final reports clean" \
    tightest_slew_ps 935.4 \
    finClkSkew_ps 6.147 \
    grt_pass1_vias 6246 \
    hp-start "result[5]" \
    synthFlopType "dfxtp_1" \
    gp_congestion 0.9635 \
    top_cell_area_share 0.2143 \
    placedCellCount 1209 \
    top_area_cell "ha_1" \
    hold_viol_final 0 \
    antenna_found_initial 0 \
    overflow 0 \
    critPathKind "primary input to register" \
    area_leaders "ha_1 (21%), dfxtp_1 (11%), a21oi_1 (6.2%)" \
    yosysWarnings 1 \
    period_minus_slack_ps 7077 \
    reg2reg_to "zero_flag" \
    numCtsBuffers 5 \
    grt_pass1_wl_mm 34.49 \
    setup_ws_ps 10220 \
    lay_top_cells "ha_1 (105), clkdlybuf4s50_1 (105), inv_1 (93)" \
    numSynthFlops 33 \
]
-- cell type report --
cell class	count	area, um^2	area share
inverter	93	349.1	0.04644
tap	265	331.6	0.04411
clock buffer	5	125.1	0.01664
sequential	33	660.6	0.08788
clock inverter	3	17.52	0.002330
multi-input combinational	704	4915	0.6538
timing repair buffer	114	1119	0.1488
-- critical path: cells and delay by family --
family | cells | cell delay (ps)
adders and majority gates | 2 | 630
and+or+nand+nor | 2 | 430
AOI/OAI and AO/OA | 7 | 1780
buffers and inverters | 3 | 930
-- worst max-delay path by stage --
stage	endpoint	startpoint	cells after the start	slack, ps
finish	result[30]	operand_a[0]	14	10220
CTS	result[30]	operand_a[0]	14	10240
global route	result[30]	operand_a[14]	13	9960
-- Yosys cell counts, drive strengths merged, types with 3 or more instances --
library cell / count
a211oi: 11
nand3: 34
o22ai: 10
o221ai: 7
nor3: 20
dfxtp: 33
a21o: 10
a31oi: 4
nand4: 13
o21bai: 13
and2: 3
buf: 8
ha: 105
o311ai: 3
xnor2: 7
a221oi: 30
a211o: 7
a21oi: 77
o21a: 8
inv: 93
nand2b: 7
a21boi: 4
o21ai: 54
o2111ai: 13
or4: 4
and3: 4
clkbuf: 45
nor2: 85
or3: 4
o31ai: 14
nor4: 16
or2: 7
o21ba: 3
a311oi: 3
a22oi: 12
o2bb2ai: 3
nor2b: 7
nand2: 63
o211ai: 11
a221o: 7
-- logic make-up after synthesis --
| kind of cell | synth area share |
|---|---|
| AOI/OAI and AO/OA | 0.3563 |
| muxes | 0.001633 |
| adders and majority gates | 0.2208 |
| and+or+nand+nor | 0.2125 |
| xor gates and xnor gates | 0.01000 |
| buffers and inverters | 0.09102 |
| DFF | 0.1078 |
-- metrics by stage --
stage / utilization / area, um^2 / total power, mW / hold slack, ps
floorplan: - / 6131 / 0.1941 / 454.6
CTS: 0.3812 / 7517 / 0.3499 / 559.3
finish: 0.3812 / 7517 / 0.3512 / 541.0
detailed placement: 0.3740 / 7375 / 0.2611 / 552.1
global route: 0.3812 / 7517 / 0.3746 / 604.1
global placement: 0.3740 / 7375 / 0.2616 / 555.8
-- state kept, by name, indices dropped and copies added, names as in the netlist --
register and cells:
result 32, zero_flag 1
-- metal layers --
metal | part of all wire | GRT usage | up-vias
li1 | - | - | 3376
met1 | 0.47 | 0.3097 | 3129
met2 | 0.43 | 0.3087 | 336
met3 | 0.084 | 0.03429 | 41
met4 | 0.017 | 0.03351 | 0
met5 | 0 | 0 | -
-- report_power, final --
| part | leakage (nW) | internal (mW) | switching [mW] | total (mW) |
|---|---|---|---|---|
| registers | 0.272 | 0.0819 | 0.00484 | 0.0867 |
| clock network | 0.0696 | 0.0528 | 0.0356 | 0.0884 |
| logic | 2.95 | 0.0750 | 0.101 | 0.176 |
| total | 3.29 | 0.210 | 0.142 | 0.351 |
Power figures rest on the tool's default switching activity, not on a simulated workload.
